$ cat design/flow/constraint.sdc
current_design main

set clk_period 1.9
set clk_io_pct 0.2

create_clock -name clk0 -period $clk_period [get_ports {clk}]

set non_clock_inputs [all_inputs -no_clocks]
set_input_delay [expr $clk_period * $clk_io_pct] -clock clk0 $non_clock_inputs
set_output_delay [expr $clk_period * $clk_io_pct] -clock clk0 [all_outputs]
$ cat design/flow/design.v
module ALS(
    input clk,
    input initiate,
    input reset,
    output ready,
    output done,
    output reg [7:0] data,
    output reg ALS_CS = 1'b1,
    input ALS_SDO,
    output reg ALS_SCK = 1'b1
);
parameter FQ_FACTOR = 1;  
parameter FQ_UPDATE_RATIO = FQ_FACTOR / 2;  
parameter STATE_RESET = 2'b00;
parameter STATE_IDLE = 2'b01;
parameter STATE_READING = 2'b10;
parameter STATE_DONE = 2'b11;
reg [15:0] spi_data;
reg [5:0] fq_counter;
reg [1:0] state = STATE_RESET;
reg [3:0] spi_counter;
reg ALS_SCK_PREVIOUS;
assign ready = state == STATE_IDLE;
assign done = state == STATE_DONE;
assign ALS_SCK_POSEDGE = (ALS_SCK_PREVIOUS == 1'b0) && (ALS_SCK == 1'b1);
assign ALS_SCK_NEGEDGE = (ALS_SCK_PREVIOUS == 1'b1) && (ALS_SCK == 1'b0);
assign READING_DONE = spi_counter == 4'hF && ALS_SCK_POSEDGE;
always @(posedge clk) begin
    if (state == STATE_RESET) begin
        ALS_SCK_PREVIOUS <= 1'b1;
    end
    else begin
        ALS_SCK_PREVIOUS <= ALS_SCK;
    end
end
always @(posedge clk) begin 
    if (state == STATE_RESET || fq_counter == FQ_UPDATE_RATIO) begin
        fq_counter <= 6'b0;
    end
    else begin
        fq_counter <= fq_counter + 1'b1;
    end
end
always @(posedge clk) begin 
    if (state == STATE_RESET) begin
        ALS_SCK <= 1'b0;
    end
    else if (fq_counter == FQ_UPDATE_RATIO) begin
        ALS_SCK <= ~ALS_SCK;
    end
end
always @(posedge clk) begin
    if (state == STATE_RESET) begin
        ALS_CS <= 1'b1;
    end
    else if (state == STATE_IDLE && initiate) begin
        ALS_CS <= 1'b0;
    end
    else if (state == STATE_READING && READING_DONE) begin
        ALS_CS <= 1'b1;
    end
end
always @(posedge clk) begin
    if (state == STATE_RESET || state == STATE_IDLE) begin
        spi_counter <= 4'b0;
    end
    else if (state == STATE_READING && ALS_SCK_NEGEDGE) begin
        spi_counter <= spi_counter + 1'b1;
    end
end
always @(posedge clk) begin
    if (state == STATE_RESET) begin
        spi_data <= 16'b0;
    end
    else if(state == STATE_READING && ALS_SCK_POSEDGE) begin
        spi_data <= {spi_data[14:0], ALS_SDO};
    end
end
always @(posedge clk) begin
    case (state) 
        STATE_RESET: state <= STATE_IDLE;
        STATE_IDLE: begin
            if (initiate) begin
                state <= STATE_READING;
            end
        end
        STATE_READING: begin
            if (READING_DONE) begin
                state <= STATE_DONE;
            end
        end
        default: state <= STATE_RESET;
    endcase
end
initial data <= 8'd0;
always @(posedge clk) begin
  if (reset) begin
    data <= 8'd0;
  end 
  else if (state == STATE_READING && READING_DONE) begin
    data <= spi_data[11:4];  
  end
end
endmodule
module DCDEC(in, out);
input [4:0] in;
output reg [6:0] out;
parameter A = 5'h10;
parameter D = 5'h11;
parameter E = 5'h12;
parameter L = 5'h13;
parameter O = 5'h14;
parameter O_SMALL = 5'h15;
parameter R = 5'h16;
parameter S = 5'h17;
parameter T = 5'h18;
parameter OFF = 5'h1F;
always @(in) begin
  case (in) 
    5'h00: out <= 7'b1000000;
    5'h01: out <= 7'b1111001;
    5'h02: out <= 7'b0100100;
    4'h03: out <= 7'b0110000;
    5'h04: out <= 7'b0011001;
    5'h05: out <= 7'b0010010;
    5'h06: out <= 7'b0000010;
    5'h07: out <= 7'b1111000;
    5'h08: out <= 7'b0000000;
    5'h09: out <= 7'b0010000;
    5'h0A: out <= 7'b0001000;
    5'h0B: out <= 7'b0000011;
    5'h0C: out <= 7'b1000110;
    5'h0D: out <= 7'b0100001;
    5'h0E: out <= 7'b0000110;
    5'h0F: out <= 7'b0001110;
    A: out <= 7'b0001000; 
    D: out <= 7'b0100001; 
    E: out <= 7'b0000110;
    L: out <= 7'b1000111;
    O: out <= 7'b1000000;
    O_SMALL: out <= 7'b0100011;
    R: out <= 7'b0101111; 
    S: out <= 7'b0010010; 
    T: out <= 7'b0000111; 
    OFF: out <= 7'b1111111;
    default: out <= 7'b1111111;
  endcase
end
endmodule
module FTDI(input clk,
            input reset,
            input [7:0] data,
            input initialize,
            input FTDI_DTR,
            output reg FTDI_RX = 1'b1,
            input FTDI_TX,
            output FTDI_CTS,
            output baud_tick,
            output reg [1:0] state_test,
            output ready,
            output done);
parameter FREQUENCY = 4;  
parameter BAUD_RATE = 2;
parameter BAUD_RG_WIDTH = 60;  
parameter BAUD_INCREMENT_BY = ((BAUD_RATE << (BAUD_RG_WIDTH - 4)) + (FREQUENCY >> 5)) / (FREQUENCY >> 4);  
localparam STATE_RESET = 2'b00;
localparam STATE_IDLE = 2'b01;
localparam STATE_SENDING = 2'b10;
localparam STATE_DONE = 2'b11;
reg [1:0] state = STATE_RESET;
reg [1:0] state_previous = STATE_RESET;
reg [3:0] data_counter = 3'b0;
reg [7:0] data_to_send = 8'b0;
assign ready = state == STATE_IDLE;
assign done = state == STATE_DONE;
always @(posedge clk) begin
  state_previous <= state;
end
always @(*) begin
    case (state)
        STATE_RESET: state_test <= 2'b00;
        STATE_IDLE: state_test <= 2'b01;
        STATE_SENDING: state_test <= 2'b10;
        default: state_test <= 2'b11;
    endcase
end
reg [BAUD_RG_WIDTH:0] baud_counter = 0;
assign baud_tick = baud_counter[BAUD_RG_WIDTH];
assign should_initialize = state == STATE_IDLE & FTDI_DTR & initialize;
assign FTDI_CTS = state == STATE_IDLE | state == STATE_SENDING & data_counter < 4'b1;
always @(posedge clk) begin
    case (state)
        STATE_SENDING: begin
            if (baud_tick) data_counter <= data_counter + 1'b1;
        end
        default: data_counter <= 4'b0;
    endcase
end
always @(posedge clk) begin
    case (state) 
        STATE_RESET: data_to_send <= 8'b0;
        STATE_IDLE: if (should_initialize) data_to_send <= data;
    endcase
end
always @(posedge clk) begin
    case (state)
        STATE_SENDING: baud_counter <= baud_counter[BAUD_RG_WIDTH-1:0] + BAUD_INCREMENT_BY;
        default: baud_counter <= 0;
    endcase
end
always @(posedge clk) begin
    case (state)
        STATE_RESET: if (state_previous == STATE_RESET) state <= STATE_IDLE;
        STATE_IDLE: begin
            if (reset) state <= STATE_RESET;
            else if (should_initialize) state <= STATE_SENDING;
        end
        STATE_SENDING: begin
            if (reset) state <= STATE_RESET;
            else if (data_counter > 4'h9) state <= STATE_DONE;
        end
        STATE_DONE: begin
            state <= STATE_IDLE;
        end
    endcase
end
always @(posedge clk) begin
    if (state == STATE_SENDING) begin
        case (data_counter)
            4'h0: FTDI_RX <= 1'b0;  
            4'h1: FTDI_RX <= data_to_send[0];
            4'h2: FTDI_RX <= data_to_send[1];
            4'h3: FTDI_RX <= data_to_send[2];
            4'h4: FTDI_RX <= data_to_send[3];
            4'h5: FTDI_RX <= data_to_send[4];
            4'h6: FTDI_RX <= data_to_send[5];
            4'h7: FTDI_RX <= data_to_send[6];
            4'h8: FTDI_RX <= data_to_send[7];
            default: FTDI_RX <= 1'b1;  
        endcase
    end
    else begin
        FTDI_RX <= 1'b1;
    end
end
endmodule
module key_control(clk, key, pressed, released);
input clk;
input key;
output pressed;
output released;
reg key_value = 1'b1, key_safe = 1'b1, key_delayed = 1'b1;
always @(posedge clk) begin
  key_value <= key;
  key_safe <= key_value;
  key_delayed <= key_safe;
end
assign pressed = key_delayed & ~key_safe;
assign released = ~key_delayed & key_safe; 
endmodule
module main(
    input clk,
    input [3:0] KEY,
    output [6:0] HEX3,
    output [6:0] HEX2,
    output [6:0] HEX1,
    output [6:0] HEX0,
    output reg [7:0] LEDG,
    output reg [9:0] LEDR,
    input FTDI_DTR,
    output FTDI_RX,
    input FTDI_TX,
    output FTDI_CTS,
    output ALS_CS,
    input ALS_SDO,
    output ALS_SCK
);
parameter STATE_RESET = 3'd0;
parameter STATE_IDLE = 3'd1;
parameter STATE_MEASURE = 3'd2;
parameter STATE_TRANSMIT = 3'd3;
parameter STATE_DONE = 3'd4;
parameter SENSOR_COUNT = 4'd1;
parameter SENSOR_ALS = 4'd0;
initial LEDR <= 10'b0;
initial LEDG <= 8'b0;
reg [2:0] state = STATE_RESET;
reg [2:0] state_previous = STATE_RESET;
reg [3:0] current_sensor = SENSOR_ALS;  
wire reset_sensors = state == STATE_IDLE && state_previous != STATE_IDLE;
wire OK_PRESSED;
wire OK_RELEASED;
key_control key3(.clk(clk),
                 .key(KEY[3]),
                 .pressed(OK_PRESSED),
                 .released(OK_RELEASED));
localparam LETTER_A = 5'h10;
localparam LETTER_D = 5'h11;
localparam LETTER_E = 5'h12;
localparam LETTER_L = 5'h13;
localparam LETTER_O = 5'h14;
localparam LETTER_O_SMALL = 5'h15;
localparam LETTER_R = 5'h16;
localparam LETTER_S = 5'h17;
localparam LETTER_T = 5'h18;
localparam LETTER_OFF = 5'h1F;
reg [4:0] hex_data[0:3];
DCDEC #(.A(LETTER_A), 
        .D(LETTER_D), 
        .E(LETTER_E), 
        .L(LETTER_L), 
        .O(LETTER_O),
        .O_SMALL(LETTER_O_SMALL),
        .R(LETTER_R), 
        .S(LETTER_S), 
        .T(LETTER_T),
        .OFF(LETTER_OFF))
       hex3(.in(hex_data[3]),
            .out(HEX3));    
DCDEC #(.A(LETTER_A), 
        .D(LETTER_D), 
        .E(LETTER_E), 
        .L(LETTER_L), 
        .O(LETTER_O),
        .O_SMALL(LETTER_O_SMALL),
        .R(LETTER_R), 
        .S(LETTER_S),  
        .T(LETTER_T),
        .OFF(LETTER_OFF))
       hex2(.in(hex_data[2]),
            .out(HEX2));
DCDEC #(.A(LETTER_A), 
        .D(LETTER_D), 
        .E(LETTER_E), 
        .L(LETTER_L), 
        .O(LETTER_O),
        .O_SMALL(LETTER_O_SMALL),
        .R(LETTER_R), 
        .S(LETTER_S),  
        .T(LETTER_T),
        .OFF(LETTER_OFF))
       hex1(.in(hex_data[1]),
            .out(HEX1));
DCDEC #(.A(LETTER_A), 
        .D(LETTER_D), 
        .E(LETTER_E), 
        .L(LETTER_L), 
        .O(LETTER_O),
        .O_SMALL(LETTER_O_SMALL),
        .R(LETTER_R), 
        .S(LETTER_S),  
        .T(LETTER_T),
        .OFF(LETTER_OFF))
       hex0(.in(hex_data[0]),
            .out(HEX0));
wire [7:0] als_result;
wire initiate_sensors;
assign initiate_ftdi = state == STATE_TRANSMIT && state_previous != STATE_TRANSMIT;
wire als_ready, als_done;
ALS #(.FQ_FACTOR(50)) als(
    .clk(clk),
    .initiate(initiate_sensors),
    .ready(als_ready),
    .done(als_done),
    .data(als_result),
    .reset(reset_sensors),
    .ALS_CS(ALS_CS),
    .ALS_SDO(ALS_SDO),
    .ALS_SCK(ALS_SCK)
);
localparam SENSORS_READY_VALUE = 1'b1;
wire sensors_ready = { als_ready };  
wire sensors_done = { als_done };
wire all_sensors_ready = sensors_ready == SENSORS_READY_VALUE;
assign initiate_sensors = OK_RELEASED && all_sensors_ready == SENSORS_READY_VALUE;
wire [1:0] ftdi_state;
wire baud_tick;
wire ftdi_ready, ftdi_done;
reg [7:0] ftdi_data = 8'd0;
FTDI #(.FREQUENCY(50_000_000),
       .BAUD_RATE(9600))
    ftdi(.clk(clk),
         .reset(1'b0),
         .data(ftdi_data),
         .FTDI_DTR(FTDI_DTR),
         .FTDI_RX(FTDI_RX),
         .FTDI_TX(FTDI_TX),
         .FTDI_CTS(FTDI_CTS),
         .initialize(initiate_ftdi),
         .baud_tick(baud_tick),
         .ready(ftdi_ready),
         .done(ftdi_done),
         .state_test(ftdi_state));
always @(posedge clk) LEDG <= { FTDI_DTR, FTDI_TX, FTDI_RX, FTDI_CTS, ftdi_state, baud_tick, 1'b1 };
always @(posedge clk) begin  
  state_previous <= state;
end
always @(posedge clk) begin
  if (state == STATE_MEASURE) begin
    case (current_sensor)
      SENSOR_ALS: ftdi_data <= als_result;
    endcase
  end
  else begin
    ftdi_data <= 8'd0;
  end
end
always @(posedge clk) begin
  case (state)
    STATE_RESET: if (state_previous == STATE_RESET) state <= STATE_IDLE;
    STATE_IDLE: begin
      if (OK_RELEASED && all_sensors_ready == SENSORS_READY_VALUE) begin
        state <= STATE_MEASURE;
      end
    end
    STATE_MEASURE: begin
      if (sensors_done) begin  
        state <= STATE_TRANSMIT;
      end
    end
    STATE_TRANSMIT: begin
      if (ftdi_done | 1'b1) begin
        if (current_sensor == SENSOR_COUNT) begin
          state <= STATE_DONE;
        end
        else begin
          state <= STATE_MEASURE;
        end
      end
    end
    STATE_DONE: begin
      if (OK_PRESSED) begin
        state <= STATE_IDLE;
      end
    end
  endcase
end
initial begin
  hex_data[3] <= LETTER_OFF;
  hex_data[2] <= LETTER_OFF;
  hex_data[1] <= LETTER_OFF;
  hex_data[0] <= LETTER_OFF;
end
always @(posedge clk) begin  
  case (state) 
    STATE_IDLE: begin
      hex_data[3] <= LETTER_R;
      hex_data[2] <= LETTER_D;
      hex_data[1] <= LETTER_OFF;
      hex_data[0] <= LETTER_OFF;
    end
    STATE_DONE: begin
      hex_data[3] <= LETTER_A;
      hex_data[2] <= LETTER_L;
      hex_data[1] <= { 1'd0, als_result[7:4] };
      hex_data[0] <= { 1'd0, als_result[3:0] };
    end
    default: begin
      hex_data[3] <= LETTER_OFF;
      hex_data[2] <= LETTER_OFF;
      hex_data[1] <= LETTER_OFF;
      hex_data[0] <= LETTER_OFF;
    end
  endcase
end
endmodule
$ cat design/flow/run.sh
#!/bin/bash
# OpenROAD 26Q1-2900-gdf79404cd8, Yosys 0.63+post, stock flow scripts
make -C /OpenROAD-flow-scripts/flow DESIGN_CONFIG=/design/flow/config.mk WORK_HOME=/design/flow/orfs finish
$ cat design/flow/config.mk
export PLATFORM = sky130hd
export DESIGN_NAME = main
export DESIGN_NICKNAME = main
export VERILOG_FILES = /design/flow/design.v
export SDC_FILE = /design/flow/constraint.sdc
export NUM_CORES = 4
export LEC_CHECK = 1
export CORE_AREA = 10 10 102 102
export DIE_AREA = 0 0 112 112
==> impl_metrics.json <==
{
  "cts.sink_count": 35,
  "finalClockSkew_ns": 0.00557,
  "clockBufferDepth": 2,
  "crit_path_end_kind": "output pin",
  "drt-total-wl_um": 2560,
  "dr.pass1.iters": 2,
  "cts_buffers": 5,
  "leakagePower_nw": 0.819,
  "coreArea_mm2": 0.00822,
  "netlist_area_mm2": 0.00159,
  "worstSkewPairLatency_ns": 0.28,
  "place_congestion": 0.759,
  "finalCritPeriodShare_pct": 96.5,
  "die_area_mm2": 0.0125,
  "final_antenna_net_count": 0,
  "viasPerCell": 3.29,
  "edf_count": 6,
  "fin_util_pct": 22.9,
  "p_per_area_mw_per_mm2": 1030,
  "status": "finished clean",
  "syn_to_final_growth_pct": 18.5,
  "fin_tns_setup_ns": 0,
  "hold_class": "reg2reg",
  "synth_cells": 152,
  "ys_chip_area_mm2": 0.00159,
  "cts_tree": "done",
  "n_antenna_cell": 0,
  "drive_above_1_share_pct": 7.39,
  "finalSetupViolCount": 0,
  "fill_cells": 868,
  "antenna_found_initial": 0,
  "wl_per_cell_um": 9.12,
  "htreeDepth": 2,
  "async_flop_share_pct": 0,
  "grt_first_pass_wirelength_um": 4160,
  "ys_cells": 152,
  "cts-root-buf": "clkbuf_8",
  "top_area_cell": "dfxtp_1",
  "clkTransAtPathRegs_ns": 0.06,
  "dieHeight_um": 112,
  "synth_flop_count": 35,
  "fmax_mhz": 545,
  "cp_max_fo": 3,
  "logic_area_um2": 634,
  "drt-initial-drc-count": 28,
  "synth_cell_types": 31,
  "yosysTopAreaCellShare_pct": 36.5,
  "grt_overflow": 0,
  "rsz0062_at_grt": "no",
  "seqCellArea_um2": 761,
  "ys.flop_type": "dfxtp_1",
  "hold_violations": 0,
  "drv_slew": 0,
  "topCellsByArea": "dfxtp_1, buf_4, edfxtp_1",
  "tool_warnings": 38,
  "drc_errors": 0,
  "cp.arrival_ns": 1.45,
  "die_w_um": 112,
  "ios": 58,
  "critPathLaunchType": "register",
  "ys_seq_share_pct": 47.9,
  "syn_avg_cell_area_um2": 10.5,
  "fp-row-count": 33,
  "drv_cap": 0,
  "grt_pass1_vias": 940,
  "peakVddDrop_uv": 450,
  "portBuffers": 21,
  "grt_use_total_pct": 3.75,
  "vias": 924,
  "period_minus_slack_ns": 1.83,
  "yosysWarningCount": 13,
  "initial_utilization_pct": 19.3,
  "hpwl_um": 1980,
  "required_ns": 1.52,
  "path_class": "reg2out",
  "grt_max_degree": 11
}
## synth_stat cells (all sizes together), types with 2 or more instances
cell	n
nand3b	2
nand2	5
inv	9
or3	3
xor2	4
ha	13
a211oi	2
edfxtp	6
nand4b	2
nand4	2
a21oi	4
o21ai	5
buf	38
nand3	3
dfxtp	29
nor2	7
nor3	4
or2	4
conb	2
## per-stage QoR
step	instances	instance area (µm²)	hold WS, ns	setup slack (ns)	power [mW]
2_1_floorplan	183	1710	0.310	0.400	1.36
5_1_grt	281	1880	0.332	0.00673	2.08
3_5_place_dp	270	1760	0.313	0.252	1.44
6_report	281	1880	0.328	0.0666	1.94
4_1_cts	280	1860	0.330	0.0334	1.98
3_3_place_gp	270	1760	0.316	0.245	1.43
## worst max-delay path, cell delays in order, from the launching register on
cell and delay, ns:
edfxtp_1 0.36, inv_1 0.10, ha_4 0.28, clkdlybuf4s50_1 0.45
## timing repair
item                       in CTS  in global routing
setup buffers                   2                  1
gates resized                   0                  1
hold buffers                    0                  0
setup endpoints to repair       1                  1
## layer usage
layer,up-vias,share of wire (%),routed length [µm],GRT usage [%]
met3,6,4.3,111,1.09
li1,474,-,-,-
met5,-,0,0,0
met1,419,45,1150,4.62
met4,0,2.5,63,0.846
met2,25,48,1240,6.33
## flip-flops by register name, summed over array words and instances, names as in the netlist, 2 cells and up
name	cells
LEDG	7
als.fq_counter	6
als.spi_counter	4
als.state	2
ftdi.state	2
ftdi.state_previous	2
state	2
state_previous	2
## final timing paths
kind | startpoint | end | cells past startpoint | slack, ns
setup / recovery | ftdi.state[1] | FTDI_CTS | 3 | 0.07
hold / removal | key3.key_value | key3.key_safe | 0 | 0.33
setup reg to reg | als.state[0] | als.spi_counter[3] | 5 | 0.28
hold reg to reg | key3.key_value | key3.key_safe | 0 | 0.33
## power breakdown
part / internal, mW / total, mW / switching, mW
sequential: 0.909 / 1.02 / 0.114
combinational: 0.170 / 0.389 / 0.219
clock: 0.290 / 0.526 / 0.236
## placed cells by master (no fill, tap or decap), drive strengths merged, types with 2 or more instances in the layout
cell type / n
nand2: 5
or3: 3
dfxtp: 29
nor3: 4
nand3b: 2
nand3: 3
clkbuf: 7
xor2: 4
ha: 13
a211oi: 2
inv: 9
edfxtp: 6
buf: 3
clkdlybuf4s50: 21
nor2: 7
nand4b: 2
nand4: 2
conb: 33
a21oi: 4
or2: 4
o21ai: 5
## cell type report
| cell class | instances | share of cell area [%] |
|---|---|---|
| flip-flops and latches | 35 | 40.4 |
| multi-input cells | 100 | 33.7 |
| repair buffers | 24 | 12.4 |
| well taps | 105 | 6.98 |
| clock buffers | 7 | 4.58 |
| inverters | 9 | 1.79 |
| clock inverters | 1 | 0.199 |
## logic make-up (layout without fill, tap and decap cells)
family          count (synthesis)  in the layout  synth area share [%]
buf+inv                        48             41                  20.3
mux                             1              1                 0.630
compound gates                 15             15                  5.91
flops                          35             35                  47.9
simple gates                   33             33                  11.8
other cells                     2             33                 0.473
fa+ha+maj                      13             13                  10.2
xor+xnor                        5              5                  2.76
No activity file was given, so power comes from the tool's default toggle rates.
